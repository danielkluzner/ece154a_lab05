--- design/flow/config.mk ---
export PLATFORM = sky130hd
export DESIGN_NAME = regfile
export DESIGN_NICKNAME = regfile
export VERILOG_FILES = /design/flow/design.v
export SDC_FILE = /design/flow/constraint.sdc
export NUM_CORES = 4
export LEC_CHECK = 1
export CORE_UTILIZATION = 40
--- design/flow/constraint.sdc ---
current_design regfile

set clk_period 7.4
set clk_io_pct 0.2

create_clock -name clk0 -period $clk_period [get_ports {clk}]

set non_clock_inputs [all_inputs -no_clocks]
set_input_delay [expr $clk_period * $clk_io_pct] -clock clk0 $non_clock_inputs
set_output_delay [expr $clk_period * $clk_io_pct] -clock clk0 [all_outputs]
--- design/flow/design.v ---
module regfile(input logic clk,
               input logic we3,
               input logic [4:0] ra1, ra2, wa3,
               input logic [31:0] wd3,
               output logic [31:0] rd1, rd2);
  logic [31:0] rf[31:0];
  always_ff @(posedge clk)
    if (we3) rf[wa3] <= wd3;
  assign rd1 = (ra1 != 0) ? rf[ra1] : 0;
  assign rd2 = (ra2 != 0) ? rf[ra2] : 0;
endmodule
--- design/flow/run.sh ---
#!/bin/bash
# OpenROAD 26Q1-2900-gdf79404cd8, Yosys 0.63+post, stock flow scripts
make -C /OpenROAD-flow-scripts/flow DESIGN_CONFIG=/design/flow/config.mk WORK_HOME=/design/flow/orfs finish
==> reports/qor.yml <==
power_mw: 13.0
synth_seq_share: 0.655
yosysUniqueCellTypes: 40
dieWidth_um: 345
routed_via_density: 6.39
first_iter_violations: 1706
setup_violations: 0
maxSlewHeadroom: 0.204
powerDensity_nw_per_um2: 241
hold_viol: 0
finalCriticalPeriod_ns: 6.68
clock_tree.root_cell: "clkbuf_16"
timing.final.ws_setup_ns: 0.717
start_kind: "input pin"
drv_cap: 0
netlist_instances: 2400
rsz0062_at_grt: "false"
antenna_found_initial: 9
largest_reg_flops: 1024
top_cell: "edfxtp_1"
chipArea_sq_um: 119000
grt_usage: 0.283
max_freq_mhz: 150
grt_pass1_wl_um: 214000
initCoreUtil: 0.404
area_growth_pct: 15.0
synthArstFlopShare: 0
clkTransAtPathRegs_ns: 0.06
tns_ns: 0
area_leaders: "edfxtp_1 65%, mux4_2 20%, mux2i_1 3.9%"
cts_buffer_depth: 3
totalWireLength_um: 151000
drc: 0
place_hpwl_um: 95200
die_h_um: 345
worst-setup-path-type: "input pin to output pin"
yosysTopAreaCell: "edfxtp_1"
top_register: "rf"
ant_nets: 0
port_buffers: 112
post-place-ws_ns: 0.790
crit_path_end_kind: "output pin"
ys_cells: 2400
ys.flops: 1024
hold_buffers: 0
synth-main-ff-cell: "edfxtp_1"
report.final.slew_viol_count: 0
top_cell_area_share: 0.655
top_cells_by_count: "1024 x edfxtp_1, 425 x mux4_2, 183 x mux2i_1"
tightest_slew_ns: 1.18
wl_per_cell_um: 36.2
postSynthAreaPerCell_sq_um: 19.6
cts_tree: "built"
grt_pass1_vias: 30200
grt_overflow: 0
dr.pass1.iters: 5
ios: 113
cts_sinks: 1024
reg_top3: "rf (1024)"
place.gp.congestion: 0.931
crit_arrival_ns: 5.20
design.core.area_sq_um: 116000
synth-edff-count: 1024
leakage_nw: 17.3
irDropWorstVdd_uv: 209
via_count: 26700
synth_area_sq_um: 47000
ys_chip_area_sq_um: 47000
cts-resized-gates: 0
crit_path_cell_trace: "clkdlybuf4s50_1, or3b_2, buf_4, o221ai_1, a211oi_1, nor3_1, clkdlybuf4s50_1"
max_stage_delay_ns: 0.92
post_cts_buffers: 0
yosysWarnings: 1
num_rows: 125
required_ns: 5.92
warnings: 26
cts_max_level: 3
cts_buffers: 105
cp_common_cell: "clkdlybuf4s50_1"
status: "completed"
grt_max_degree: 77
drive_gt1_frac: 0.299
min_path_type: "input pin to flop"
cp_max_fo: 21
critical-path-slowest-cell: "nor3_1"
fin_crit_sh: 0.903
## stage by stage
stage	instance area (sq um)	hold WS [ns]	std cells	util
global route	54000	1.62	4173	0.464
detailed placement	50500	2.31	3977	0.434
global placement	50500	2.31	3976	0.434
floorplan	47000	1.58	2400	-
finish	54000	1.61	4175	0.464
CTS	54000	1.58	4173	0.464
## worst paths after layout
| kind | from | to | slack, ns | cells after the start |
|---|---|---|---|---|
| max | ra2[3] | rd2[12] | 0.72 | 7 |
| min | wd3[19] | rf[1][19] | 1.61 | 2 |
## cells by family after synthesis
logic type             share of synthesized area
buffers and inverters                     0.0231
multiplexers                               0.249
flip-flops                                 0.655
AND/OR/NAND/NOR                           0.0194
AND-OR/OR-AND                             0.0541
## metal layers
metal | global-route usage | wire length, um | up-vias
met1 | 0.299 | 43900 | 13400
met4 | 0.0823 | 5880 | 14
li1 | - | - | 10800
met3 | 0.250 | 30400 | 337
met2 | 0.413 | 70400 | 2168
met5 | 0.0272 | 387 | -
## area by class of cell
type / instances / area (sq um)
Tap cell: 1524 / 1910
Antenna cell: 2 / 5.00
Multi-Input combinational cell: 1150 / 15400
Clock buffer: 113 / 2680
Inverter: 25 / 96.3
Fill cell: 9447 / 62400
Sequential cell: 1024 / 30700
Clock inverter: 83 / 810
Timing Repair Buffer: 254 / 2350
## cells in the final DEF, fill, tap and decap left out, types with 3 or more instances in the layout
cell type / synthesis / layout
a211o_1: 23 / 23
a2111oi_0: 31 / 30
and2_1: 13 / 12
clkinv_1: 0 / 24
nor2_4: 0 / 33
nor4_1: 9 / 9
mux4_2: 425 / 425
buf_8: 0 / 3
mux2i_1: 183 / 183
mux2_1: 19 / 19
bufinv_16: 0 / 12
mux2_2: 5 / 5
inv_1: 25 / 24
nor3_1: 32 / 32
a32o_1: 9 / 9
or3b_2: 3 / 4
buf_4: 20 / 130
a21oi_1: 46 / 46
clkbuf_16: 0 / 106
o221ai_1: 31 / 31
nor2b_1: 8 / 5
a22o_1: 62 / 62
o22ai_1: 55 / 55
clkdlybuf4s50_1: 0 / 105
buf_12: 0 / 12
a221oi_1: 23 / 23
clkbuf_1: 104 / 7
nand3_1: 4 / 4
clkinv_4: 0 / 4
nand3b_1: 7 / 7
clkinv_2: 0 / 30
a211oi_1: 47 / 47
edfxtp_1: 1024 / 1024
clkinvlp_4: 0 / 7
nand2_1: 65 / 64
## where the power goes
group	switching, mW	leakage, nW	internal [mW]
clock network	2.27	1.71	3.05
registers	0.0287	9.22	6.46
logic	0.691	6.32	0.502
total	2.99	17.3	10.0
## worst max-delay path, delay by kind of cell
| kind | cells | cell delay, ns |
|---|---|---|
| AND/OR/NAND/NOR | 2 | 1.80 |
| buffers and inverters | 3 | 1.63 |
| AND-OR/OR-AND | 2 | 0.27 |
Power and IR drop assume default switching activity.
