### design/flow/run.sh
#!/bin/bash
# OpenROAD 26Q1-2900-gdf79404cd8, Yosys 0.63+post, stock flow scripts
make -C /OpenROAD-flow-scripts/flow DESIGN_CONFIG=/design/flow/config.mk WORK_HOME=/design/flow/orfs finish
### design/flow/config.mk
export PLATFORM = sky130hd
export DESIGN_NAME = alu
export DESIGN_NICKNAME = alu
export VERILOG_FILES = /design/flow/design.v
export SDC_FILE = /design/flow/constraint.sdc
export NUM_CORES = 4
export LEC_CHECK = 1
export CORE_UTILIZATION = 40
### design/flow/constraint.sdc
current_design alu

set clk_period 19.0
set clk_io_pct 0.2

create_clock -name clk0 -period $clk_period

set non_clock_inputs [all_inputs -no_clocks]
set_input_delay [expr $clk_period * $clk_io_pct] -clock clk0 $non_clock_inputs
set_output_delay [expr $clk_period * $clk_io_pct] -clock clk0 [all_outputs]
### design/flow/design.v
module alu(
       input [31:0]  a,
       input [31:0]  b,
       input [2:0]   f,
       output [31:0] y,
       output 	     zero
);
   assign zero = (y == 32'b0) ? 1'b1 : 1'b0;
   assign y = (f == 3'b000) ? (a & b) :
	      (f == 3'b001) ? (a | b) :
	      (f == 3'b010) ? (a + b) :
	      (f == 3'b110) ? (a - b) :
	      (f == 3'b111 && a[31] < b[31]) ? (32'b0) :
	      (f == 3'b111 && a[31] > b[31]) ? (32'h00000001) :
	      (f == 3'b111 && a[30:0] < b[30:0]) ? (32'h00000001) :
	      (f == 3'b111 && a[30:0] > b[30:0]) ? (32'b0) :
	      32'b0;
endmodule
==> flow_metrics.rpt <==
FLOW METRICS REPORT
----------------------------------------------------
[Floorplan]
  Init Core Util ........................ 41.0%
  Core Region ........................ 12000 sq um
  Count of boundary I/O pins ........................ 100
  DIE HEIGHT ........................ 113 um
  Number of placement rows ........................ 40
  Width of the die ........................ 113 um
  Chip footprint ........................ 12800 sq um

[Finish]
  Final Non-Filler Cells ........................ 970
  Most numerous logic cells after layout ........................ 99 x clkdlybuf4s50_1, 97 x ha_1, 92 x inv_1, 80 x a21oi_1, 60 x nand2_1
  Fraction of final layout cells with drive strength greater than 1 ........................ 2.67%
  Sequential Area ........................ 0 sq um
  Number of sequential cells ........................ 0
  Most common logic cell in the routed design ........................ clkdlybuf4s50_1
  Layout-stage area growth over the synthesis result ........................ 21.1%
  # clk buffers ........................ 0

[Synth]
  # Cells Yosys ........................ 762
  Synthesized cell area ........................ 4920 sq um
  Unique cell type count in the Yosys netlist ........................ 76
  Post-synthesis area per instance ........................ 6.46 sq um
  Fraction of the yosys area taken by sequential cells ........................ 0%
  YS chip area ........................ 4920 sq um
  Yosys warning tally ........................ 0
  Cell count after synthesis ........................ 762

[Detailed routing]
  DRT Pass-1 Iters ........................ 4
  DRC ........................ 0
  Via count ........................ 5762
  Average detailed-routed wire length per instance ........................ 18.4 um
  Ratio of routed vias to standard cells ........................ 5.94
  DRT Wirelength ........................ 17800 um
  Antenna diodes ........................ 0
  Violation count after the first detailed-route iteration ........................ 490
  Remaining antenna violation count after routing ........................ 0

[Job]
  Max cap viols ........................ 0
  Total number of warnings across the stage logs ........................ 97

[Setup path]
  Arrival time at the worst endpoint ........................ 8.72 ns
  Worst Path Required ........................ 15.20 ns
  Critical setup path kind ........................ in2out
  Critical path's most frequent cell ........................ clkdlybuf4s50_1
  Buffer and inverter count on the worst path ........................ 3
  Worst path max stage delay ........................ 0.56 ns
  Critical-path cell with the highest stage delay ........................ clkdlybuf4s50_1
  Kind of end point of the critical path ........................ output port
  Crit start category ........................ primary input
  Cell type group with the largest total delay on the critical path ........................ simple AND/OR/NAND/NOR gates
  Max Fanout on Critical Path ........................ 4
  Cells traversed along the worst timing path ........................ clkdlybuf4s50_1 > inv_1 > ha_1 > o21ba_1 > or4_4 > and2_4 > a31oi_1 > nand3_1 > or4b_1 > a2111oi_0 > or3b_1 > a2111o_1 > and4bb_1 > nand4b_1 > nor4b_2 > clkdlybuf4s50_1

[Timing]
  Worst Slack Setup Final ........................ 6.48 ns
  Ratio of final minimum period to clock period ........................ 65.9%
  Total negative setup slack ........................ 0 ns
  Headroom to the max-slew limit ........................ 55.4%
  Final Hold Vio Count ........................ 0
  Final number of max-transition violations ........................ 0
  Final setup violation count ........................ 0
  Worst hold slack after final layout ........................ 8.76 ns
  Final Critical Period ........................ 12.52 ns
  RSZ-0062 raised after global routing ........................ false
  Worst Max-Slew Pin Slew ........................ 0.661 ns
  Achievable clock frequency ........................ 0.0799 GHz

[CTS]
  Post-cts sizing count ........................ 0
  Number of buffers inserted for hold repair after clock tree synthesis ........................ 0
  Number of buffers added for setup after CTS ........................ 0

[Global routing]
  Maximum number of pins on one net before global-route repair ........................ 56
  Combined global-route utilization of all metal layers ........................ 28.2%
  Initial antenna violation count ........................ 0
  Number of global-route vias before repair ........................ 5276
  Global-route wire length before repair ........................ 28500 um
  Total congestion overflow after global routing ........................ 0

[Pwr]
  Maximum resistive drop on vdd ........................ 0.0124 mV
  Standby leakage power ........................ 2.67 nW
  Overall power consumption ........................ 0.181 mW
  Power density over the cells ........................ 30.4 nW/um^2

[Placement]
  Number of I/O port buffers ........................ 100
  Placed wire-length estimate ........................ 14300 um
  Pre-CTS worst setup slack ........................ 6.46 ns
  RePlAce Congestion ........................ 0.977
  Placed insts ........................ 970

[Worst hold path]
  Hold Path Class ........................ in2out

[Status]
  Status ........................ completed

----------------------------------------------------
metal layers:
layer	GRT usage, %	vias up	wire (um)
li1	-	2854	-
met1	43.1	2665	8660
met2	44.8	224	7860
met3	1.53	19	1040
met4	3.95	0	255
met5	0	-	0
cell type report:
cell class                      instances  area (sq um)
Fill cell                            1232          6050
Inverter                               99           372
Multi-Input combinational cell        619          4370
Tap cell                              147           184
Timing Repair Buffer                  105          1030
worst paths after layout:
kind | from | end | slack [ns] | cells past startpoint
min | f[2] | y[0] | 8.76 | 5
max | a[1] | zero | 6.48 | 16
metrics by stage:
step	area (sq um)	util [%]
final	5960	49.6
after global routing	5960	49.6
after CTS	5960	49.6
after detailed placement	5960	49.6
after global placement	5960	49.6
after floorplan	4920	-
synth_stat cells (3+ instances only):
cell type,n,area [sq um]
buf_2,4,20.0
a2111oi_0,5,43.8
ha_1,97,1210
a221oi_1,3,26.3
inv_2,7,26.3
o31ai_1,12,90.1
nor4_1,11,68.8
a211o_1,4,35.0
and2_1,3,18.8
o21ai_1,11,55.1
a21oi_1,80,400
inv_1,92,345
a21o_1,11,82.6
o21a_1,5,37.5
nor2b_1,10,62.6
nand3_1,9,45.0
xnor2_1,24,210
o21bai_1,8,60.1
xor2_1,3,26.3
or3_1,9,56.3
buf_1,3,11.3
nor3b_1,4,30.0
o22ai_1,21,131
nor3_1,16,80.1
mux2i_1,6,60.1
o211ai_1,5,37.5
nand4_1,10,62.6
o21ai_0,59,295
a211oi_1,8,60.1
a311oi_1,3,26.3
o2111ai_1,3,26.3
nand2b_1,9,56.3
nand2_1,60,225
nor2_1,51,191
a31oi_1,8,50.1
clkbuf_1,36,135
worst min-delay path: stages:
cell and delay (ns):
buf_2 0.10, buf_4 0.31, nand2_1 0.18, o41ai_1 0.14
clkdlybuf4s50_1 0.43
report_power, final:
| part | total (mW) | internal [mW] | switching (mW) |
|---|---|---|---|
| clock | 0 | 0 | 0 |
| sequential | 0 | 0 | 0 |
| combinational | 0.181 | 0.0790 | 0.102 |
| total | 0.181 | 0.0790 | 0.102 |
logic make-up (layout without fill, tap and decap cells):
group	Yosys count	in the layout	share of synthesized area (%)
AOI/OAI and AO/OA	279	279	36.1
xor gates and xnor gates	27	27	4.80
adders and majority gates	99	99	25.5
buffers and inverters	143	204	11.2
muxes	6	6	1.22
and+or+nand+nor	208	208	21.2
Power and IR drop assume default switching activity.
